**./run.sh**
```bash
#!/bin/bash
# OpenROAD 26Q1-2900-gdf79404cd8, Yosys 0.63+post, stock flow scripts
make -C /OpenROAD-flow-scripts/flow DESIGN_CONFIG=/design/flow/config.mk WORK_HOME=/design/flow/orfs finish
```
**./config.mk**
```make
export PLATFORM = sky130hd
export DESIGN_NAME = music_player
export DESIGN_NICKNAME = music_player
export VERILOG_FILES = /design/flow/design.v
export SDC_FILE = /design/flow/constraint.sdc
export NUM_CORES = 4
export LEC_CHECK = 1
export CORE_UTILIZATION = 50
```
**./design.v**
```verilog
`timescale 1 ns / 1 ps
module music_player (
	input wire clk, 
	input wire en, 
	output wire Buzzer 
);
reg [23:0] counter_4Hz; 
reg [23:0] counter_6MHz; 
reg [13:0] count; 
reg [13:0] origin; 
reg Buzzer_reg; 
reg clk_6MHz; 
reg clk_4Hz; 
reg [4:0] note; 
reg [8:0] len; 
assign Buzzer = en ?  Buzzer_reg : 1'b1;
always @ (posedge clk) begin
	counter_6MHz <= counter_6MHz + 1'b1;
	if (counter_6MHz == 1) begin
		clk_6MHz = ~clk_6MHz;
		counter_6MHz <= 24'b0;
	end
end
always @ (posedge clk) begin
	counter_4Hz <= counter_4Hz + 1'b1;
	if (counter_4Hz == 4000000) begin	
		clk_4Hz = ~clk_4Hz;
		counter_4Hz <= 24'b0;
	end
end
always @ (posedge clk_6MHz) begin
	if(note==0)
		Buzzer_reg=1'b1;
	else
	begin
    if(count == 16383) begin
        count = origin;
        Buzzer_reg = ~Buzzer_reg;
    end else
		count = count + 1'b1;
	end
end
always @ (posedge clk_4Hz) begin
	case (note)
		'd1: origin <= 'd4916;
		'd2: origin <= 'd6168;
		'd3: origin <= 'd7281;
		'd4: origin <= 'd7791;
		'd5: origin <= 'd8730;
		'd6: origin <= 'd9565;
		'd7: origin <= 'd10310;
		'd8: origin <= 'd010647;
		'd9: origin <= 'd011272;
		'd10: origin <= 'd011831;
		'd11: origin <= 'd012087;
		'd12: origin <= 'd012556;
		'd13: origin <= 'd012974;
		'd14: origin <= 'd013346;
		'd15: origin <= 'd13516;
		'd16: origin <= 'd13829;
		'd17: origin <= 'd14108;
		'd18: origin <= 'd11535;
		'd19: origin <= 'd14470;
		'd20: origin <= 'd14678;
		'd21: origin <= 'd14864;
		default: origin <= 'd16383;
    endcase             
end
always @ (posedge clk_4Hz) begin
	if (len == 299)
		len <= 0;
    else
		len <= (len + 1);
	case (len)
		0: note <= 3;
		1: note <= 3;
		2: note <= 3;
		3: note <= 3;
		4: note <= 0;
		5: note <= 3;
		6: note <= 3;
		7: note <= 3;
		8: note <= 3;
		9: note <= 0;
		10: note <= 3;
		11: note <= 3;
		12: note <= 3;
		13: note <= 3;
		14: note <= 0;
		15: note <= 5;
		16: note <= 5;
		17: note <= 5;
		18: note <= 5;
		19: note <= 5;
		20: note <= 5;
		21: note <= 5;
		22: note <= 5;
		23: note <= 5;
		24: note <= 0;
		25: note <= 1;
		26: note <= 1;
		27: note <= 1;
		28: note <= 1;
		29: note <= 0;
		30: note <= 2;
		31: note <= 2;
		32: note <= 2;
		33: note <= 2;
		34: note <= 2;
		35: note <= 2;
		36: note <= 2;
		37: note <= 2;
		38: note <= 2;
		39: note <= 0;
		40: note <= 4;
		41: note <= 4;
		42: note <= 4;
		43: note <= 4;
		44: note <= 0;
		45: note <= 3;
		46: note <= 3;
		47: note <= 3;
		48: note <= 3;
		49: note <= 3;
		50: note <= 3;
		51: note <= 3;
		52: note <= 3;
		53: note <= 3;
		54: note <= 0;
		55: note <= 5;
		56: note <= 5;
		57: note <= 5;
		58: note <= 5;
		59: note <= 0;
		60: note <= 6;
		61: note <= 6;
		62: note <= 6;
		63: note <= 6;
		64: note <= 0;
		65: note <= 5;
		66: note <= 5;
		67: note <= 5;
		68: note <= 5;
		69: note <= 0;
		70: note <= 4;
		71: note <= 4;
		72: note <= 4;
		73: note <= 4;
		74: note <= 0;
		75: note <= 6;
		76: note <= 6;
		77: note <= 6;
		78: note <= 6;
		79: note <= 6;
		80: note <= 6;
		81: note <= 6;
		82: note <= 6;
		83: note <= 6;
		84: note <= 6;
		85: note <= 6;
		86: note <= 6;
		87: note <= 6;
		88: note <= 6;
		89: note <= 0;
		90: note <= 6;
		91: note <= 6;
		92: note <= 6;
		93: note <= 6;
		94: note <= 0;
		95: note <= 7;
		96: note <= 7;
		97: note <= 7;
		98: note <= 7;
		99: note <= 0;
		100: note <= 6;
		101: note <= 6;
		102: note <= 6;
		103: note <= 6;
		104: note <= 0;
		105: note <= 5;
		106: note <= 5;
		107: note <= 5;
		108: note <= 5;
		109: note <= 5;
		110: note <= 5;
		111: note <= 5;
		112: note <= 5;
		113: note <= 5;
		114: note <= 0;
		115: note <= 5;
		116: note <= 5;
		117: note <= 5;
		118: note <= 5;
		119: note <= 5;
		120: note <= 8;
		121: note <= 8;
		122: note <= 8;
		123: note <= 8;
		124: note <= 8;
		125: note <= 8;
		126: note <= 8;
		127: note <= 8;
		128: note <= 8;
		129: note <= 8;
		130: note <= 7;
		131: note <= 7;
		132: note <= 6;
		133: note <= 6;
		134: note <= 0;
		135: note <= 5;
		136: note <= 5;
		137: note <= 5;
		138: note <= 5;
		139: note <= 5;
		140: note <= 5;
		141: note <= 5;
		142: note <= 4;
		143: note <= 4;
		144: note <= 3;
		145: note <= 3;
		146: note <= 3;
		147: note <= 3;
		148: note <= 3;
		149: note <= 3;
		150: note <= 6;
		151: note <= 6;
		152: note <= 6;
		153: note <= 6;
		154: note <= 6;
		155: note <= 2;
		156: note <= 2;
		157: note <= 2;
		158: note <= 2;
		159: note <= 2;
		160: note <= 3;
		161: note <= 3;
		162: note <= 3;
		163: note <= 3;
		164: note <= 3;
		165: note <= 2;
		166: note <= 2;
		167: note <= 2;
		168: note <= 2;
		169: note <= 2;
		170: note <= 2;
		171: note <= 2;
		172: note <= 2;
		173: note <= 2;
		174: note <= 2;
		175: note <= 2;
		176: note <= 2;
		177: note <= 2;
		178: note <= 2;
		179: note <= 2;
		180: note <= 3;
		181: note <= 3;
		182: note <= 3;
		183: note <= 3;
		184: note <= 0;
		185: note <= 3;
		186: note <= 3;
		187: note <= 3;
		188: note <= 3;
		189: note <= 0;
		190: note <= 6;
		191: note <= 6;
		192: note <= 6;
		193: note <= 6;
		194: note <= 0;
		195: note <= 6;
		196: note <= 6;
		197: note <= 6;
		198: note <= 6;
		199: note <= 6;
		200: note <= 6;
		201: note <= 6;
		202: note <= 5;
		203: note <= 5;
		204: note <= 0;
		205: note <= 5;
		206: note <= 5;
		207: note <= 5;
		208: note <= 5;
		209: note <= 0;
		210: note <= 5;
		211: note <= 5;
		212: note <= 5;
		213: note <= 5;
		214: note <= 0;
		215: note <= 5;
		216: note <= 5;
		217: note <= 5;
		218: note <= 5;
		219: note <= 0;
		220: note <= 8;
		221: note <= 8;
		222: note <= 8;
		223: note <= 8;
		224: note <= 8;
		225: note <= 7;
		226: note <= 7;
		227: note <= 7;
		228: note <= 7;
		229: note <= 7;
		230: note <= 7;
		231: note <= 7;
		232: note <= 7;
		233: note <= 7;
		234: note <= 0;
		235: note <= 7;
		236: note <= 7;
		237: note <= 8;
		238: note <= 8;
		239: note <= 8;
		240: note <= 9;
		241: note <= 9;
		242: note <= 8;
		243: note <= 8;
		244: note <= 8;
		245: note <= 7;
		246: note <= 7;
		247: note <= 6;
		248: note <= 6;
		249: note <= 6;
		250: note <= 5;
		251: note <= 5;
		252: note <= 5;
		253: note <= 5;
		254: note <= 5;
		255: note <= 2;
		256: note <= 2;
		257: note <= 2;
		258: note <= 2;
		259: note <= 2;
		260: note <= 6;
		261: note <= 6;
		262: note <= 6;
		263: note <= 6;
		264: note <= 6;
		265: note <= 7;
		266: note <= 7;
		267: note <= 7;
		268: note <= 7;
		269: note <= 0;
		270: note <= 8;
		271: note <= 8;
		272: note <= 8;
		273: note <= 8;
		274: note <= 8;
		275: note <= 8;
		276: note <= 8;
		277: note <= 8;
		278: note <= 8;
		279: note <= 8;
		280: note <= 8;
		281: note <= 8;
		282: note <= 8;
		283: note <= 8;
		284: note <= 8;
		285: note <= 8;
		286: note <= 8;
		287: note <= 8;
		288: note <= 8;
		289: note <= 8;
		290: note <= 8;
		291: note <= 8;
		292: note <= 8;
		293: note <= 8;
		294: note <= 8;
		295: note <= 8;
		296: note <= 8;
		297: note <= 8;
		298: note <= 8;
		299: note <= 0;
	endcase            
end
endmodule
```
**./constraint.sdc**
```tcl
current_design music_player

set clk_period 5.4
set clk_io_pct 0.2

create_clock -name clk0 -period $clk_period [get_ports {clk}]

set non_clock_inputs [all_inputs -no_clocks]
set_input_delay [expr $clk_period * $clk_io_pct] -clock clk0 $non_clock_inputs
set_output_delay [expr $clk_period * $clk_io_pct] -clock clk0 [all_outputs]
```
==> results.py <==
# Auto-generated metrics
metrics = {
    "final_layout": {
        "n_fill_cell": 993,
        "largestRegisters": "counter_4Hz x24, counter_6MHz x24",
        "layout-drive-gt1-share_pct": 4.969,
        "area_delta_synth_final_pct": 3.535,
        "final_cell_mix": "nor2_1 (78), dfxtp_1 (72), nand2_1 (46)",
        "finish.instance_area_um2": 5717,
        "fin_cells": 784,
        "final_common_cell": "nor2_1",
        "fin_util_pct": 52.97,
    },
    "synthesis": {
        "ys_seq_share_pct": 36.98,
        "synthAdderAreaFrac_pct": 3.852,
        "ys_cells": 663,
        "yosys_area_um2": 5522,
        "syn_avg_cell_area_um2": 8.328,
        "synth-seq-cells": 92,
        "edf_count": 20,
        "synthAoiAreaFrac_pct": 14.16,
        "synthCells": 663,
        "yosys_most_used_dff": "dfxtp_1",
        "ys_sh_xor_pct": 10.15,
        "yosysUniqueCellTypes": 66,
        "netlist_logic_family_top": "simple AND/OR/NAND/NOR gates",
        "syn-cell-area_um2": 5522,
        "mux_area_share_pct": 2.243,
        "yosys.area_share.simple_pct": 27.62,
        "ys_async_sr_fraction_pct": 0,
        "yosysWarnings": 1,
    },
    "detailed_routing": {
        "wl_met2_mm": 5.378,
        "ant_nets": 0,
        "dr.max_layer_used": "met4",
        "wl_per_cell_um": 15.72,
        "vias": 4624,
        "diodes": 0,
        "dr.first_iter.drc_count": 437,
        "avgViaCountPerCell": 5.898,
        "drt_wl_total_mm": 12.32,
        "first_pass_iters": 5,
        "wl_met3_um": 659,
        "met1_length_mm": 5.996,
        "drc_errors": 0,
    },
    "placed_design": {
        "place_area_um2": 5622,
        "place.port_buffers": 2,
        "post-place-ws_ns": 2.325,
        "gp_congestion": 0.9768,
        "post-dp-hpwl_mm": 8.447,
        "dp_cells": 776,
    },
    "cts": {
        "cts_tree": "done",
        "clockRootBuffer": "clkbuf_8",
        "htreeDepth": 2,
        "cts_setup_buffers": 0,
        "cts_buffer_depth": 2,
        "clkTransAtPathRegs_ns": 0.09,
        "ctsResizeCount": 0,
        "cts_buffers": 5,
        "cts_hold_buf": 0,
        "clk_latency_ns": 0.30,
    },
    "floorplanning": {
        "fp_util_pct": 51.16,
        "dieWidth_um": 107.1,
        "die_h_um": 107.1,
        "fp-row-count": 38,
        "core_um2": 10790,
        "die_area_um2": 11470,
        "ios": 3,
    },
    "critical_path": {
        "cp-startpoint": "en",
        "crit_chain": "clkdlybuf4s50_1 > nand2b_1 > clkdlybuf4s50_1",
        "worst-path-stages": 3,
        "worstPathArrival_ns": 1.98,
        "rr_worst_depth": 8,
        "cp_top_family": "buffers and inverters",
        "r2r_setup_slack_ns": 3.28,
        "r2r_start": "counter_4Hz[0]",
        "worstPathMaxFanout": 1,
        "start_kind": "input port",
        "critical-path-max-stage-delay_ns": 0.45,
        "crit_required_ns": 4.32,
        "cp-end-kind": "output port",
        "cpMostUsedCell": "clkdlybuf4s50_1",
        "cp_slowest_cell": "clkdlybuf4s50_1",
        "crit_type": "in2out",
        "reg2reg_to": "counter_4Hz[20]",
        "critPathBufInv": 2,
    },
    "status": {
        "outcome": "complete, no violations",
    },
    "sta": {
        "fin_hold_ws_ns": 0.4600,
        "setup_slack_ns": 2.335,
        "finClkSkew_ns": 0.006198,
        "worst_pin_slew_ns": 0.9253,
        "min_period_ns": 3.065,
        "finalCritPeriodShare_pct": 56.75,
        "rsz0062_at_grt": "no",
        "untimed_endpoints": 60,
        "slew_violations": 0,
        "hold_violations": 0,
        "unclocked_regs": 42,
        "setup_violations": 0,
        "maxSlewHeadroom_pct": 38.23,
        "setup_tns_ns": 0,
        "timing.fmax_ghz": 0.3263,
    },
    "run": {
        "maxCapViolations": 0,
        "warning_count": 36,
    },
    "hold_path": {
        "hold_path_class": "reg2reg",
        "min_path_cells": 1,
        "hold_end": "counter_6MHz[23]",
        "worstHoldStart": "counter_6MHz[23]",
    },
    "pwr": {
        "vdd_drop_max_mv": 0.1314,
        "power_mw": 0.5957,
        "leakage_nw": 1.912,
        "power_density_nw_per_um2": 104.2,
    },
    "global_routing": {
        "grt_pass1_wl_mm": 20.55,
        "grt_pass1_vias": 4163,
        "antenna_found_initial": 0,
        "grt_max_degree": 53,
        "grt.total_usage_pct": 22.85,
        "grt-ovfl-total": 0,
    },
}
synth_stat cells (5+ instances only):
library cell  number  share of area [%]
a2111oi_0          7                1.1
a211oi_1           7               0.95
a21oi_1           32                2.9
a31oi_1           12                1.4
a32oi_1            5               0.79
and3_1            10                1.1
buf_1              9               0.61
buf_2             13                1.2
clkbuf_1          16                1.1
dfxtp_1           72                 26
edfxtp_1          20                 11
ha_1              17                3.9
inv_1             26                1.8
mux2i_1            9                1.6
nand2_1           46                3.1
nand2b_1          18                2.0
nand3_1           43                3.9
nand4_1           16                1.8
nor2_1            78                5.3
nor2b_1           12                1.4
nor3_1            16                1.5
nor4_1            13                1.5
nor4b_1            7                1.1
o21ai_0           21                1.9
or3_1              9                1.0
xnor2_1           39                6.2
xor2_1            25                4.0
final cells by class:
cell class,count,area (µm²),area share [%]
tap,140,175.2,3.064
multi-input combinational,505,3204,56.05
clock buffer,6,82.58,1.445
sequential,92,2042,35.72
clock inverter,2,12.51,0.2189
inverter,26,97.59,1.707
timing repair buffer,13,102.6,1.795
where the power goes:
group	internal, mW	switching (mW)
sequential	0.370	0
combinational	0.00130	0.000177
clock	0.103	0.121
cells by family after synthesis:
kind of cell             count (synthesis)
AND/OR/NAND/NOR                        294
AND-OR/OR-AND                          118
flip-flops                              92
buffers and inverters                   66
XOR/XNOR                                64
adder cells (fa/ha/maj)                 17
multiplexers                            12
worst register-to-register path, cell delays in order, from the launching register on:
cell	delay, ns
dfxtp_1	0.41
ha_1	0.21
nand3_1	0.19
nor4_1	0.48
nand3_1	0.26
nor2_1	0.18
nand2_1	0.08
xor2_1	0.16
nor2_1	0.05
how the worst max path moves through the flow:
| stage | to |
|---|---|
| after global routing | Buzzer |
| final | Buzzer |
| after CTS | Buzzer |
routing by layer:
| layer | GRT usage, % | vias up |
|---|---|---|
| met1 | 36.46 | 2133 |
| met4 | 4.990 | 0 |
| met2 | 34.33 | 140 |
| met3 | 2.480 | 23 |
| li1 | - | 2328 |
| met5 | 0 | - |
Power is estimated from default activity; no workload was simulated.
