===== flow/constraint.sdc =====
current_design seg7_device

set clk_period 2.0
set clk_io_pct 0.2

create_clock -name clk0 -period $clk_period [get_ports {clk}]

set non_clock_inputs [all_inputs -no_clocks]
set_input_delay [expr $clk_period * $clk_io_pct] -clock clk0 $non_clock_inputs
set_output_delay [expr $clk_period * $clk_io_pct] -clock clk0 [all_outputs]

===== flow/run.sh =====
#!/bin/bash
# OpenROAD 26Q1-2900-gdf79404cd8, Yosys 0.63+post, stock flow scripts
make -C /OpenROAD-flow-scripts/flow DESIGN_CONFIG=/design/flow/config.mk WORK_HOME=/design/flow/orfs finish

===== flow/config.mk =====
export PLATFORM = sky130hd
export DESIGN_NAME = seg7_device
export DESIGN_NICKNAME = seg7_device
export VERILOG_FILES = /design/flow/design.v
export SDC_FILE = /design/flow/constraint.sdc
export NUM_CORES = 4
export LEC_CHECK = 1
export CORE_UTILIZATION = 50

===== flow/design.v =====
`timescale 1ns / 1ps
module Seg7Decode(
	input [31:0] hex, input [7:0] point, input [7:0] LE,
	output [63:0] pattern
);
	wire [63:0] digits;
	SegmentDecoder
		U0(.hex(hex[ 3: 0]), .segment(digits[ 6: 0])),
		U1(.hex(hex[ 7: 4]), .segment(digits[14: 8])),
		U2(.hex(hex[11: 8]), .segment(digits[22:16])),
		U3(.hex(hex[15:12]), .segment(digits[30:24])),
		U4(.hex(hex[19:16]), .segment(digits[38:32])),
		U5(.hex(hex[23:20]), .segment(digits[46:40])),
		U6(.hex(hex[27:24]), .segment(digits[54:48])),
		U7(.hex(hex[31:28]), .segment(digits[62:56]));
	assign {digits[63], digits[55], digits[47], digits[39], digits[31], digits[23], digits[15], digits[7]} = ~point;
	assign pattern[ 7: 0] = digits[ 7: 0] | {8{LE[0]}};
	assign pattern[15: 8] = digits[15: 8] | {8{LE[1]}};
	assign pattern[23:16] = digits[23:16] | {8{LE[2]}};
	assign pattern[31:24] = digits[31:24] | {8{LE[3]}};
	assign pattern[39:32] = digits[39:32] | {8{LE[4]}};
	assign pattern[47:40] = digits[47:40] | {8{LE[5]}};
	assign pattern[55:48] = digits[55:48] | {8{LE[6]}};
	assign pattern[63:56] = digits[63:56] | {8{LE[7]}};
endmodule
`timescale 1ns / 1ps
module Seg7Device(
	input clkIO, input [1:0] clkScan, input clkBlink,
	input [31:0] data, input [7:0] point, input [7:0] LES,
	output [3:0] sout, output reg [7:0] segment, output reg [3:0] anode
);
	wire [63:0] dispData;
	wire [31:0] dispPattern;
	Seg7Decode U0(.hex(data), .point(point),
		.LE(LES & {8{clkBlink}}), .pattern(dispData));
	Seg7Remap U1(.I(data), .O(dispPattern));
	ShiftReg #(.WIDTH(64)) U2(.clk(clkIO), .pdata(dispData), .sout(sout));
	always @*
		case(clkScan)
		2'b00: begin segment <= ~dispPattern[ 7: 0]; anode <= 4'b1110; end
		2'b01: begin segment <= ~dispPattern[15: 8]; anode <= 4'b1101; end
		2'b10: begin segment <= ~dispPattern[23:16]; anode <= 4'b1011; end
		2'b11: begin segment <= ~dispPattern[31:24]; anode <= 4'b0111; end
		endcase
endmodule
`timescale 1ns / 1ps
module Seg7Remap(
	input [31:0] I, output [31:0] O
);
	assign O[ 7: 0] = {I[24], I[12], I[5], I[17], I[25], I[16], I[4], I[0]};
	assign O[15: 8] = {I[26], I[13], I[7], I[19], I[27], I[18], I[6], I[1]};
	assign O[23:16] = {I[28], I[14], I[9], I[21], I[29], I[20], I[8], I[2]};
	assign O[31:24] = {I[30], I[15], I[11],I[23], I[31], I[22], I[10],I[3]};
endmodule
`timescale 1ns / 1ps
module SegmentDecoder(
	input [3:0] hex, output reg [6:0] segment
);
	always @*
	begin
		case(hex)
			4'h0: segment[6:0] <= 7'b1000000;
			4'h1: segment[6:0] <= 7'b1111001;
			4'h2: segment[6:0] <= 7'b0100100;
			4'h3: segment[6:0] <= 7'b0110000;
			4'h4: segment[6:0] <= 7'b0011001;
			4'h5: segment[6:0] <= 7'b0010010;
			4'h6: segment[6:0] <= 7'b0000010;
			4'h7: segment[6:0] <= 7'b1111000;
			4'h8: segment[6:0] <= 7'b0000000;
			4'h9: segment[6:0] <= 7'b0010000;
			4'hA: segment[6:0] <= 7'b0001000;
			4'hB: segment[6:0] <= 7'b0000011;
			4'hC: segment[6:0] <= 7'b1000110;
			4'hD: segment[6:0] <= 7'b0100001;
			4'hE: segment[6:0] <= 7'b0000110;
			4'hF: segment[6:0] <= 7'b0001110;
		endcase
	end
endmodule
`timescale 1ns / 1ps
module ShiftReg(clk, pdata, sout);
	parameter WIDTH = 16;
	parameter DELAY = 12;
	input clk;
	input [WIDTH - 1:0] pdata;
	output [3:0] sout;
	assign sout = {sck, sdat, oe, clrn};
	wire sck, sdat, clrn;
	reg oe;
	reg [WIDTH:0] shift;
	reg [DELAY-1:0] counter = -1;
	wire sckEn;
	assign sckEn = |shift[WIDTH - 1:0];
	assign sck = ~clk & sckEn;
	assign sdat = shift[WIDTH];
	assign clrn = 1'b1;
	always @ (posedge clk)
	begin
		if(sckEn)
			shift <= {shift[WIDTH - 1:0], 1'b0};
		else
		begin
			if(&counter)
			begin
				shift <= {pdata, 1'b1};
				oe <= 1'b0;
			end
			else
				oe <= 1'b1;
			counter <= counter + 1'b1;
		end
	end
endmodule
`timescale 1ns / 1ps
module seg7_device(
	input wire clk,
	input wire SW,
	input wire [9:0] x1,
	input wire [9:0] x2,
	input wire [8:0] y1, 
	input wire [8:0] y2,
	output SEGLED_CLK,
	output SEGLED_CLR,
	output SEGLED_DO,
	output SEGLED_PEN
    );
	reg [31:0]clkdiv;
	always@(posedge clk) begin
		clkdiv <= clkdiv + 1'b1;
	end
	wire [31:0] segTestData;
	wire [3:0] sout;
	Seg7Device m0(.clkIO(clkdiv[3]), .clkScan(clkdiv[15:14]), .clkBlink(clkdiv[25]),
		.data(segTestData), .point(8'h0), .LES(8'h0),
		.sout(sout));
	assign SEGLED_CLK = sout[3];
	assign SEGLED_DO = sout[2];
	assign SEGLED_PEN = sout[1];
	assign SEGLED_CLR = sout[0];
	assign segTestData = {4'd0,m,4'd0,n};
	wire [11:0] a, b;
	wire [11:0] c, d;
	wire [11:0] m, n;
	assign a = {2'b0, x1};
	assign b = {2'b0, x2};
	assign c = {3'b0, y1};
	assign d = {3'b0, y2};
	assign m = (SW) ? a : b;
	assign n = (SW) ? c : d;
endmodule

==> flow_metrics.env <==
# implementation run metrics
export IMPL_status="completed"
export IMPL_p_leak_nw=2.116
export IMPL_netlist_instances=403
export IMPL_endpoint_kind="output port"
export IMPL_rows=35
export IMPL_cp_data_arrival_time_ns=1.07
export IMPL_maxCapViolations=0
export IMPL_cts_inserted_buffers=3
export IMPL_max_slew_margin_rel=0.4571
export IMPL_crit_fanout=2
export IMPL_gp_congestion=0.8254
export IMPL_routed_wirelength_um=7848
export IMPL_power_share_clock=0.247
export IMPL_route_detailed_drc=0
export IMPL_untimed_endpoints=157
export IMPL_period_minus_slack_ns=1.472
export IMPL_clock_latency_ns=0.21
export IMPL_fin_setup_tns_ns=0
export IMPL_vias_per_cell=5.393
export IMPL_unclocked_regs=78
export IMPL_core_area_um2=9196
export IMPL_rsz0062_at_grt="false"
export IMPL_cp_required_ns=1.60
export IMPL_ir_worst_vdd_v=0.0001166
export IMPL_hold_violations=0
export IMPL_p_comb_frac=0.634
export IMPL_tightestPinTransition_ns=0.8143
export IMPL_first_pass_iters=4
export IMPL_post_cts_setup_buffers=0
export IMPL_die_area_um2=9837
export IMPL_setup_viol=0
export IMPL_portBuffers=42
export IMPL_clockBufferDepth=2
export IMPL_swShare=0.3550
export IMPL_ctsHoldBuffers=0
export IMPL_vias=2880
export IMPL_drtIter0Drc=129
export IMPL_slowest_delay_ns=0.46
export IMPL_hold_path_startpoint="clkdiv[0]$_DFF_P_"
export IMPL_skew_ns=0.001618
export IMPL_clk_pin_slew_worst_paths_ns=0.03
export IMPL_worstPathCellList="nor2b_1, clkdlybuf4s50_1"
export IMPL_drv_slew=0
export IMPL_cts_resized=0
export IMPL_synthFlopType="edfxtp_1"
export IMPL_warnings=49
export IMPL_grt_pass1_vias=2792
export IMPL_yosys_warnings=4
export IMPL_grt_first_pass_wirelength_um=13450
export IMPL_hp_class="flip-flop to flip-flop"
export IMPL_fin_crit_sh=0.7359
export IMPL_io_pin_count=44
export IMPL_ant_nets=0
export IMPL_syn_area_um2=4722
export IMPL_cp_startpoint="clkdiv[3]$_DFF_P_"
export IMPL_max_clock_freq_mhz=679.4
export IMPL_diodes=0
export IMPL_tritoncts="yes"
export IMPL_overflow=0
export IMPL_async_flop_share=0
export IMPL_place_area_um2=5199
export IMPL_area_delta_synth_final_pct=10.97
export IMPL_root_buffer="clkbuf_8"
export IMPL_ys_ff=82
export IMPL_synth_cell_types=37
export IMPL_n_fill_cell=766
export IMPL_die_x_um=99.18
export IMPL_ys_cells=403
export IMPL_seq_power_share=0.119
export IMPL_critPathTopFamily="buffers and inverters"
export IMPL_grt_antenna_before_repair=0
export IMPL_design_area_um2=5240
export IMPL_grt_start_max_net_pins=80
export IMPL_start_kind="flip-flop"
export IMPL_p_switching_mw=0.2395
export IMPL_cts_htree_levels=1
export IMPL_r2r_start="clkdiv[3]$_DFF_P_"
export IMPL_syn_area_per_cell_um2=11.72
export IMPL_yosysSeqAreaShare=0.5109
export IMPL_crit_slowest_cell="clkdlybuf4s50_1"
export IMPL_crit_type="flip-flop to output port"
export IMPL_dieHeight_um=99.18
export IMPL_edf_count=77
export IMPL_p_per_area_nw_per_um2=128.7
export IMPL_drive_gt1_frac=0.08274
export IMPL_path_buffers=1
export IMPL_fp_util=0.5135
export IMPL_dp_hpwl_um=5583
export IMPL_wl_per_cell_um=14.70
export IMPL_yosys_area_um2=4722
export IMPL_p_int_mw=0.4351
export IMPL_grt_total_usage=0.1806
-- cell usage after synthesis, drive strengths merged (4+ instances only) --
master  number  area [µm²]
nand3        4       20.02
nand4        6       37.54
o31ai       33       247.7
o22a        12       105.1
mux2        14       157.7
dfxtp        5       100.1
a22oi        4       30.03
nor3         6       30.03
mux4         4       90.09
edfxtp      77        2312
o21bai      11       82.58
o41ai        5       58.81
ha          30       375.4
xor2         4       35.03
inv         58       217.7
nor2         8       30.03
buf         13       76.32
nand2       14       52.55
clkbuf      21       78.83
mux2i       26       260.3
a31oi        4       25.02
nor4        16       100.1
xnor2        8       70.07
-- kinds of logic (layout without fill, tap and decap cells) --
kind of cell	count (synthesis)	in the layout	synth area share
fa+ha+maj	30	30	0.07949
mux	44	44	0.1076
compound gates	73	73	0.1211
simple gates	69	69	0.07897
flops	82	82	0.5109
xor+xnor	12	12	0.02226
other cells	1	1	0.0007942
buf+inv	92	112	0.07896
-- power by group through the flow --
stage | Combinational [mW] | Sequential (mW) | Clock [mW]
after CTS | 0.431 | 0.0803 | 0.174
final | 0.428 | 0.0804 | 0.167
after global routing | 0.479 | 0.0803 | 0.180
-- state kept, by name (all words and copies together), names as in the netlist --
name           count
m0.U2.oe           1
m0.U2.shift       65
m0.U2.counter     12
clkdiv             4
-- metrics by stage --
stage | power (mW) | worst slack (ns) | cells | hold WS (ns) | utilization
after floorplan | 0.3718 | 0.3271 | 403 | 0.3703 | -
after global placement | 0.5076 | 0.7503 | 531 | 0.3807 | 0.5653
after detailed placement | 0.5098 | 0.7458 | 531 | 0.3890 | 0.5653
after CTS | 0.6852 | 0.5179 | 534 | 0.3955 | 0.5698
after global routing | 0.7392 | 0.4934 | 534 | 0.4128 | 0.5698
final | 0.6746 | 0.5282 | 534 | 0.3926 | 0.5698
-- cell type report --
class / instances / area [µm²] / area share
repair buffers: 51 / 488.0 / 0.09312
flip-flops and latches: 82 / 2414 / 0.4606
well taps: 111 / 138.9 / 0.02650
inverters: 58 / 217.7 / 0.04155
clock buffers: 3 / 41.29 / 0.007880
multi-input cells: 229 / 1941 / 0.3703
-- layout by cell type (no fill, tap or decap), drive strengths merged, types with 5 or more instances in the layout --
cell and n:
edfxtp 77, inv 58, clkdlybuf4s50 42, o31ai 33, ha 30, mux2i 26
nor4 16, mux2 14, nand2 14, o22a 12, o21bai 11, buf 9
nor2 8, xnor2 8, nand4 6, nor3 6, dfxtp 5, o41ai 5
-- per-layer routing --
metal	wire length, µm	up-vias	global-route usage
met1	4097	1332	0.3297
met4	55	0	0.01357
met3	181	2	0.01644
met5	0	-	0
li1	-	1507	-
met2	3515	39	0.2690
-- final timing paths --
kind	to	slack, ns	depth (start not counted)
max	SEGLED_CLK	0.53	2
min	clkdiv[0]$_DFF_P_	0.39	1
max reg2reg	clkdiv[3]$_DFF_P_	0.85	2
min reg2reg	clkdiv[0]$_DFF_P_	0.39	1
Power and IR drop assume default switching activity.
