==> ./design.v <==
`timescale 1ns / 1ps
module ps2_keyboard(
	input clk,  
	input rst_n,  
	input ps2_clk,  
	input ps2_dat,  
	output wire player1_moveen, 
	output wire player2_moveen, 
	output reg [1:0] player1_move, 
	output reg [1:0] player2_move, 
	output wire player1_bubble, 
	output wire player2_bubble, 
	output wire out_w_press, 
	output wire out_s_press, 
	output wire out_enter_press 
    );
	assign out_w_press = w_press;
	assign out_s_press = s_press;
	assign out_enter_press = enter_press;
	assign player1_bubble = ctrl_press;
	assign player2_bubble = enter_press;
	reg [3:0] cnt;
		always @(negedge ps2_clk or negedge rst_n )  
		begin
			if (!rst_n)  
			begin
				cnt = 0;
				w_press = 0; s_press = 0; a_press = 0; d_press = 0; ctrl_press = 0;
				i_press = 0; j_press = 0; k_press = 0; l_press = 0; enter_press = 0;
			end
			else
			begin
					case (cnt)
						4'h1 : ps2_byte_buf[0] = ps2_dat;  
						4'h2 : ps2_byte_buf[1] = ps2_dat;  
						4'h3 : ps2_byte_buf[2] = ps2_dat;  
						4'h4 : ps2_byte_buf[3] = ps2_dat;  
						4'h5 : ps2_byte_buf[4] = ps2_dat;  
						4'h6 : ps2_byte_buf[5] = ps2_dat;  
						4'h7 : ps2_byte_buf[6] = ps2_dat;  
						4'h8 : ps2_byte_buf[7] = ps2_dat;  
						default : ;
					endcase
					cnt = cnt + 1'b1;
					if (cnt == 4'hB)  
					begin
						cnt = 4'h0;
						if (ps2_byte_buf == 8'hF0) 
						begin
							key_release = 1; 
						end
						else 
						begin
							if (!key_release) 
							begin
								case (ps2_byte_buf)
									8'h1D : w_press = 1'b1; 
									8'h1C : a_press = 1'b1;
									8'h1B : s_press = 1'b1;
									8'h23 : d_press = 1'b1;
									8'h14 : ctrl_press = 1'b1;
									8'h43 : i_press = 1'b1;
									8'h3B : j_press = 1'b1;
									8'h42 : k_press = 1'b1;
									8'h4B : l_press = 1'b1;
									8'h5A : enter_press = 1'b1;
								endcase
							end
							else
							begin  
								case (ps2_byte_buf)
									8'h1D : w_press = 1'b0; 
									8'h1C : a_press = 1'b0;
									8'h1B : s_press = 1'b0;
									8'h23 : d_press = 1'b0;
									8'h14 : ctrl_press = 1'b0;
									8'h43 : i_press = 1'b0;
									8'h3B : j_press = 1'b0;
									8'h42 : k_press = 1'b0;
									8'h4B : l_press = 1'b0;
									8'h5A : enter_press = 1'b0;
								endcase
								key_release = 1'b0;
							end
						end
					end
			end
		end
	reg [7:0] ps2_byte_buf; 
	reg w_press = 0, s_press = 0, a_press = 0, d_press = 0, ctrl_press = 0;
	reg i_press = 0, j_press = 0, k_press = 0, l_press = 0, enter_press = 0;
	reg key_release = 0;
		always @ (*) 
		 begin
			if(w_press)
				player1_move=2'b00;
			if(s_press)
				player1_move=2'b01;
			if(a_press)
				player1_move=2'b10;
			if(d_press)
				player1_move=2'b11;
			if(i_press)
				player2_move=2'b00;
			if(k_press)
				player2_move=2'b01;
			if(j_press)
				player2_move=2'b10;
			if(l_press)
				player2_move=2'b11;
		 end
	assign player1_moveen = w_press | a_press | s_press | d_press; 
	assign player2_moveen = i_press | j_press | k_press | l_press; 
endmodule
==> ./run.sh <==
#!/bin/bash
# OpenROAD 26Q1-2900-gdf79404cd8, Yosys 0.63+post, stock flow scripts
make -C /OpenROAD-flow-scripts/flow DESIGN_CONFIG=/design/flow/config.mk WORK_HOME=/design/flow/orfs finish
==> ./config.mk <==
export PLATFORM = sky130hd
export DESIGN_NAME = ps2_keyboard
export DESIGN_NICKNAME = ps2_keyboard
export VERILOG_FILES = /design/flow/design.v
export SDC_FILE = /design/flow/constraint.sdc
export NUM_CORES = 4
export LEC_CHECK = 1
export CORE_UTILIZATION = 30
==> ./constraint.sdc <==
current_design ps2_keyboard

set clk_period 3.6
set clk_io_pct 0.2

create_clock -name clk0 -period $clk_period [get_ports {ps2_clk}]

set non_clock_inputs [all_inputs -no_clocks]
set_input_delay [expr $clk_period * $clk_io_pct] -clock clk0 $non_clock_inputs
set_output_delay [expr $clk_period * $clk_io_pct] -clock clk0 [all_outputs]
==> reports/metrics.csv <==
metric,value,unit
CP required,2.88,ns
"Slowest-stage cell, CP",dfrtn_1,
Worst slew margin,0.601,
crit end category,output port,
FF/Latch Area,681,µm²
Worst-path clk slew,0.06,ns
met2 wire length,1.19,mm
total power,0.000539,W
CTS H-tree lvls,1,
critical path type,flip-flop to output port,
Area contributors post-synth,"dfrtn_1 23%, edfxtp_1 18%, mux2i_1 5.3%, ha_1 4.1%, dlxtn_1 4.0%",
fillers,416,
synthesized cell area,1510,µm²
#FFs+latches synth,27,
count of final setup violators,2,
worst slew pin tran,0.598,ns
Num CTS Buffers,3,
number of unconstrained endpoints,8,
maximum vdd drop,223,µV
count of unclocked register or latch pins,4,
CP Launch Type,flip-flop,
drt first-iter violations,25,
"Clk Latency, worst-skew pair",0.34,ns
share of layout cells above drive strength 1,0.406,
Tot GR Track Use,0.120,
global route overflow,0,
vias per cell,4.45,
routed length on met1,1.49,mm
Slew Limit Fails,0,
Worst Path Buf+Inv,1,
die area,5330,µm²
diode count,0,
Hold WC Path Type,flip-flop to flip-flop,
floorplan-stage core utilization,0.316,
"EDFF count, synth",9,
R2R Setup Slk,1.19,ns
clk buf depth,2,
worst setup margin,-0.236,ns
Final Wtd Congestion,0.805,
detailed placer's ending HPWL,2.03,mm
"Cell Area, Placed",1890,µm²
largest net degree at the start of global routing,15,
highest metal used,met4,
Leak,0.896,nW
failing checks,setup timing,
row cnt,25,
final hold vios,0,
Buffers on Ports,13,
CP arrival,3.12,ns
Mapped Avg Cell Area,11.9,µm²
via count,1099,
vias in the first global route,1056,
max cap viols,0,
unrepaired setup endpoints after global routing,true,
number of remaining DRC errors,0,
Min Hold Slack,0.479,ns
"Largest stage delay, worst path",0.35,ns
WL/cell,11.4,µm
Initial DRT Pass Iterations,4,
"delay-heaviest family, CP",simple AND/OR/NAND/NOR gates,
Critical Path Fanout Max,2,
final instance area,2110,µm²
initial antenna violation count,0,
main flop type,dfrtn_1,
Yosys top cell by instances,inv_1,
top cells by count,"15 x inv_1, 14 x dfrtn_1, 9 x edfxtp_1, 8 x mux2i_1, 5 x ha_1",
CP Cell Sequence,or2_4 -> or3_4 -> buf_2,
Comb area,812,µm²
first-pass GRT wire length,4.81,mm
Ys Warns,1,
Total Wirelength,2.81,mm
Root Buffer Master,clkbuf_8,
cells in synth_stat.txt,127,
asr flop ratio synth,0.519,
Die W,73.0,µm
Final Util,0.441,
Ports,15,
OpenROAD warning count,42,
pwr dens,255,nW/µm²
leading area contributor after synthesis,dfrtn_1,
Post-Place Worst Slack,-0.614,ns
routed wl met3,128,µm
Syn Inst Count,127,
Synth top area share,0.232,
clk_skew,0.0712,ns
Netlist cell types,40,
CTS tree,done,
Area Overhead vs Synth,39.7,%
synthesis area per yosys,1510,µm²
outcome,"complete, but fails checks",
die height,73.0,µm
Core Area,4790,µm²
Antenna Nets Post-Route,0,
Hold Buf Count CTS,0,
logic make-up after synthesis:
kind of cell,Yosys count,share of synthesized area
muxes,14,0.119
buffers and inverters,25,0.0819
adders and majority gates,5,0.0414
xor gates and xnor gates,1,0.00580
latches,4,0.0397
AOI/OAI and AO/OA,18,0.0902
and+or+nand+nor,37,0.211
DFF,23,0.411
layout make-up:
class,count,share of cell area
inverters,18,0.0320
flip-flops and latches,27,0.322
clock buffers,3,0.0195
clock inverters,10,0.0195
repair buffers,47,0.182
multi-input cells,75,0.384
well taps,67,0.0397
through the flow:
step                      setup TNS [ns]  instances
after floorplan                  -0.0193        127
after global placement             -7.76        222
after detailed placement           -7.97        222
after CTS                         -0.477        244
after global routing              -0.454        247
final                             -0.371        247
per-layer routing:
layer  track usage  vias to the layer above
li1              -                      561
met1         0.186                      516
met2         0.184                       20
met3        0.0322                        2
met4       0.00436                        0
met5             0                        -
state kept, by name, summed over array words and instances (netlist names), 2 cells and up:
name	flops
player1_move	2
player2_move	2
ps2_byte_buf	8
cnt	4
power breakdown:
group	switching [W]	internal (W)	leakage [nW]
combinational	0.0000286	0.0000221	0.548
clock	0.000113	0.0000914	0.0697
sequential	0.00000336	0.000281	0.279
cells in the final DEF (no fill, tap or decap), types with 2 or more instances in the layout:
| cell | count |
|---|---|
| nand2_1 | 2 |
| inv_1 | 21 |
| nand3_1 | 4 |
| or3_4 | 2 |
| clkdlybuf4s50_1 | 5 |
| nand4_4 | 2 |
| ha_1 | 5 |
| dlygate4sd2_1 | 5 |
| nor4_4 | 3 |
| o41ai_1 | 4 |
| nor3_1 | 3 |
| nand3b_1 | 2 |
| a21o_1 | 2 |
| dfrtn_1 | 14 |
| buf_4 | 30 |
| nor3b_2 | 3 |
| inv_2 | 5 |
| dlxtn_1 | 4 |
| buf_2 | 2 |
| nand4_1 | 3 |
| buf_6 | 5 |
| clkbuf_8 | 3 |
| mux2i_1 | 7 |
| nand3b_4 | 3 |
| a21oi_1 | 3 |
| edfxtp_1 | 9 |
| mux2i_4 | 6 |
| o31ai_1 | 4 |
worst paths after layout:
| kind | start | end | depth (start not counted) |
|---|---|---|---|
| worst max register to register | cnt[0]$_DFF_NN0_ | l_press$_DFFE_NN0P_ | 6 |
| min in group asynchronous | rst_n | cnt[2]$_DFF_NN0_ | 2 |
| max in group asynchronous | rst_n | d_press$_DFFE_NN0P_ | 2 |
| worst min-delay path | cnt[0]$_DFF_NN0_ | cnt[0]$_DFF_NN0_ | 1 |
| worst min register to register | cnt[0]$_DFF_NN0_ | cnt[0]$_DFF_NN0_ | 1 |
| worst max-delay path | a_press$_DFFE_NN0P_ | player1_moveen | 3 |
timing repair:
action,4_1_cts,5_1_grt
setup endpoints to repair,18,6
buffers inserted,10,4
pin swaps,8,4
gates resized,28,5
Power and IR drop assume default switching activity.
